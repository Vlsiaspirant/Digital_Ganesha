==> ./run.sh <==
#!/bin/bash
# OpenROAD 26Q1-2900-gdf79404cd8, Yosys 0.63+post, stock flow scripts
make -C /OpenROAD-flow-scripts/flow DESIGN_CONFIG=/design/flow/config.mk WORK_HOME=/design/flow/orfs finish
==> ./config.mk <==
export PLATFORM = sky130hd
export DESIGN_NAME = ganesha
export DESIGN_NICKNAME = ganesha
export VERILOG_FILES = /design/flow/design.v
export SDC_FILE = /design/flow/constraint.sdc
export NUM_CORES = 4
export LEC_CHECK = 1
export CORE_UTILIZATION = 40
==> ./constraint.sdc <==
current_design ganesha

set clk_period 1.5
set clk_io_pct 0.2

create_clock -name clk0 -period $clk_period [get_ports {clk}]

set non_clock_inputs [all_inputs -no_clocks]
set_input_delay [expr $clk_period * $clk_io_pct] -clock clk0 $non_clock_inputs
set_output_delay [expr $clk_period * $clk_io_pct] -clock clk0 [all_outputs]
==> ./design.v <==
`timescale 1ns / 1ps
module ganesha(
    input wire clk,en,
    input [4:0]address,
    output reg [63:0]data_out
    );
    reg [63:0]register[31:0];
    initial begin 
    data_out = 64'd0;
    end 
    initial begin 
        register[0]  = 64'b0000000000000000000000000000000000000000000000000000000000000000;
        register[1]  = 64'b0000000000000000000000000000000000000000000000000000000000000000;
        register[2]  = 64'b0000000000000000000000000000000000000000000000000000000000000000; 
        register[3]  = 64'b0000000000000000000000000000000000000000000000000000000000000000;
        register[4]  = 64'b0000000000000000000000100100000000000000000000000000000000001111;
        register[5]  = 64'b0000000000000000000001110100000000000000000000000000000000001111;
        register[6]  = 64'b0000000000000000000011111100000000000000000000011111110000001111; 
        register[7]  = 64'b0000000000000000000001110100001111111111111000100000001000001111;
        register[8]  = 64'b0001111111111110000000100100010000000000000100100000000100001111;
        register[9]  = 64'b0010000000000001000000000100100000000000000010010000000100001111;
       register[10] = 64'b0100000000000010000011111101000000000000000001010000000010001111; 
       register[11] = 64'b0010000000000100000100000010000000000000000000110000000010001111;
       register[12] = 64'b0001000000001000001000000010000000000000000000010000000010001111;
       register[13] = 64'b0000111111111000010000000000000000000000000000010000000010001111;
       register[14] = 64'b0001000000000100100000000000000000000000000000010000000010001111;
       register[15] = 64'b0011000000000010100000000000001100000000000000010000000001111111; 
       register[16] = 64'b0111000100000001000000000000000010000000000000010000000000111111;
       register[17] = 64'b1111000000000000111111111111111100000000000000010000000000011111;
       register[18] = 64'b0111000100000001000000000000000000000000000000010000000111101111;
       register[19] = 64'b0011000000000010100000000000000000000000000000010000001000001111; 
       register[20] = 64'b0001000000000100010000000000000000000000000000010000000100001111;
       register[21] = 64'b0000111111111000001000000010000000000000000000010000000010001111;
       register[22] = 64'b0001000000001000000100000010000000000000000000110000000010001111;
       register[23] = 64'b0010000000000100000001111101000000000000000001010000000010001111; 
       register[24] = 64'b0100000000000010000000000010100000000000000010010000000010001111;
       register[25] = 64'b0100000000000001000000111110010000000000000100100000000010001111;
       register[26] = 64'b0011111111111110000000111110001111111111111001000000000100001111;
       register[27] = 64'b0000000000000000000000000010000000000000000000100000000100001111; 
       register[28] = 64'b0000000000000000000000000000000000000000000000100000001000001111;
       register[29] = 64'b0000000000000000000000000000000000000000000000011111110000001111;
       register[30] = 64'b0000000000000000000000000000000000000000000000000000000000001111;
       register[31] = 64'b0000000000000000000000000000000000000000000000000000000100001111; 
    end 
    always @ (posedge clk) begin 
    if (en==1'b1)
     data_out <= register[address];  
     else 
     data_out <= 64'd0;
    end
endmodule
==> out/metrics.yaml <==
status:
  status: "completed"
route:
  n_antenna_cell: 0
  post-route-drc-count: 0
  route.vias.total: 2014
  drt-total-wl_um: 5729
  postRouteAntennaNets: 0
  initialDrtViolationCount: 163
  wl_per_cell_um: 13.94
  viasPerCell: 4.900
  first_pass_iters: 4
layout:
  final_cell_area_mm2: 0.003288
  drive_above_1_share_pct: 24.34
  largest_reg_flops: 40
  comb_area_mm2: 0.001077
  fillCellCount: 426
  reg.largest.list: "data_out x40"
  post-route-util_pct: 63.57
  regMostFlops: "data_out"
  seqCellArea_um2: 807.0
  areaGrowthSynthToFinish_pct: 50.34
floorplanning:
  num_io_pins: 71
  die_y_um: 75.95
  fp.dieW_um: 75.95
  num_rows: 26
  fp_util_pct: 42.28
  die_area_mm2: 0.005768
  core_area_mm2: 0.005172
cts:
  cts-buffers-inserted: 5
  clk_pin_slew_worst_paths_ps: 70
  ctsRootBufferMaster: "clkbuf_8"
  holdBufCountCts: 0
  cts.sinks: 40
  clockBufferDepth: 2
  cts_tree: "built"
  h-tree-depth: 2
power_and_ir_drop:
  power_switching_w: 0.0005973
  seqPwrFrac_pct: 44.6
  clkPwrFrac_pct: 33.7
  sw_frac_of_total_pct: 23.79
  power_w: 0.002510
  pwr-share-comb_pct: 21.7
  p_leak_nw: 1.361
  powerDensity_mw_per_mm2: 763.4
  peakVddDrop_v: 0.0004282
  p_int_w: 0.001913
final_timing:
  tns_ps: 0
  drv_slew: 0
  whs_ps: 468.8
  period_used_pct: 97.13
  setup_viol: 0
  finalCriticalPeriod_ps: 1457
  max_slew_margin_pct: 82.68
  fmax_ghz: 0.6864
  rsz0062_at_grt: "false"
  final-hold-violation-count: 0
  tightest_slew_ps: 259.0
critical_path:
  end_kind: "output pin"
  crit_buf_inv: 1
  path_class: "register to output pin"
  startpoint: "data_out[30]"
  crit_chain: "clkdlybuf4s50_1"
  cp_max_fo: 10
  path_depth: 1
  critical_path.top_delay_family: "buffers and inverters"
  cp-start-kind: "register"
  cp_data_arrival_time_ps: 1160
  cp_slowest_stage_delay_ps: 480
  crit_slowest_cell: "clkdlybuf4s50_1"
  crit_end: "data_out[22]"
  worstPathRequired_ps: 1200
logic_synthesis:
  top_cells_by_count: "dfxtp_1 (40), buf_4 (28), nor2b_1 (17)"
  yosysWarnings: 1
  synth.area.top_cells: "dfxtp_1 (37%), buf_4 (9.6%), nor2b_1 (4.9%)"
  synth_top_cell_by_count: "dfxtp_1"
  yosys_cells: 250
  synth_top_area_share_pct: 36.61
  yosysUniqueCellTypes: 47
  flop_cell: "dfxtp_1"
  synthCells: 250
  synth_top_cell_by_area: "dfxtp_1"
  postSynthSeqShare_pct: 36.61
  edf_count: 0
  async_flop_share_pct: 0
  ys_ff: 40
  ys_chip_area_mm2: 0.002187
  synth_area_mm2: 0.002187
  avgSynthCellArea_um2: 8.748
grt:
  grtUsageTotal_pct: 20.67
  grt_pass1_vias: 1815
  overflow: 0
  grt_first_pass_wirelength_um: 9301
  antenna_found_initial: 0
  grt_max_degree: 26
placed_design:
  place_hpwl_um: 4321
  dpl_cell_area_mm2: 0.003113
  routabilityCongestion: 0.8857
  port-buffer-count: 70
run:
  drv_cap: 0
  warnings: 32
min_path:
  whs_path_depth: 4
  hold_path.class: "input port to register"
cells in the final DEF, fill, tap and decap left out, types with 4 or more instances in the layout:
| cell | netlist | final |
|---|---|---|
| ha_1 | 8 | 5 |
| a22oi_1 | 5 | 5 |
| mux2i_1 | 4 | 4 |
| o21ai_0 | 14 | 14 |
| dfxtp_1 | 40 | 37 |
| nor2_1 | 7 | 7 |
| and2_1 | 11 | 11 |
| inv_1 | 7 | 5 |
| nand2_1 | 14 | 14 |
| clkdlybuf4s50_1 | 0 | 65 |
| buf_4 | 28 | 50 |
| nand3_1 | 8 | 8 |
| nand2b_1 | 9 | 8 |
| clkbuf_8 | 0 | 5 |
| buf_6 | 5 | 4 |
| a21oi_1 | 14 | 13 |
| o22ai_1 | 7 | 7 |
| nor2b_1 | 17 | 17 |
worst min-delay path by stage:
stage	to	slack, ps	from
CTS	data_out[41]	620	address[0]
global route	data_out[20]	510	address[3]
finish	data_out[8]	470	address[3]
metrics by stage:
step	setup slack, ps	std cells
after floorplan	9.493	250
after global placement	-532.6	401
after detailed placement	-553.5	401
after CTS	3.658	409
after global routing	1.117	411
final	43.10	411
timing repair:
action                     4_1_cts  5_1_grt
gates resized                   13       10
pin swaps                        2        0
buffers inserted                 0        2
setup endpoints to repair       50       34
area by class of cell:
class | instances | share of cell area (%)
multi-input combinational | 159 | 32.76
sequential | 40 | 24.54
clock buffer | 6 | 2.207
tap | 70 | 2.664
clock inverter | 2 | 1.065
timing repair buffer | 127 | 35.96
inverter | 7 | 0.7991
power by group through the flow:
stage | logic [W] | registers [W] | clock network (W)
4_1_cts | 0.000535 | 0.00112 | 0.000866
5_1_grt | 0.000588 | 0.00112 | 0.000938
6_report | 0.000544 | 0.00112 | 0.000846
routing by layer:
layer | vias up | GRT usage [%] | share of wire, %
met4 | 0 | 1.731 | 0.94
met3 | 7 | 3.182 | 5.5
met1 | 912 | 33.11 | 49
met2 | 80 | 31.36 | 44
met5 | - | 0 | 0
li1 | 1015 | - | -
cell families after synthesis:
logic type,Yosys count,synth area share [%]
adders and majority gates,8,4.577
buffers and inverters,51,15.50
AOI/OAI and AO/OA,67,20.71
muxes,4,1.831
xor gates and xnor gates,1,0.4005
DFF,40,36.61
and+or+nand+nor,79,20.37
Power figures rest on the tool's default switching activity, not on a simulated workload.
